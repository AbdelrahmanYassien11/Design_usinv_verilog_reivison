[./config.mk]
export PLATFORM = sky130hd
export DESIGN_NAME = binary_counter
export DESIGN_NICKNAME = binary_counter
export VERILOG_FILES = /design/flow/design.v
export SDC_FILE = /design/flow/constraint.sdc
export NUM_CORES = 4
export LEC_CHECK = 1
export CORE_UTILIZATION = 50
[./constraint.sdc]
current_design binary_counter

set clk_period 15.0
set clk_io_pct 0.2

create_clock -name clk0 -period $clk_period [get_ports {clk}]

set non_clock_inputs [all_inputs -no_clocks]
set_input_delay [expr $clk_period * $clk_io_pct] -clock clk0 $non_clock_inputs
set_output_delay [expr $clk_period * $clk_io_pct] -clock clk0 [all_outputs]
[./design.v]
module binary_counter#(parameter COUNT_STOP = 72)
	(
		input clk, resetn,
		output count
		);
	reg [COUNT_STOP-1:0] count_reg;
	always@(posedge clk or negedge resetn) begin
		if(!resetn) begin
			count_reg <= 0;
		end
		else begin
			if(count_reg == COUNT_STOP-1) begin
				count_reg <= 0;
			end
			else begin
				count_reg <= count_reg+1;
			end
		end
	end
	assign count = (count_reg == COUNT_STOP-1);
endmodule : binary_counter
[./run.sh]
#!/bin/bash
# OpenROAD 26Q1-2900-gdf79404cd8, Yosys 0.63+post, stock flow scripts
make -C /OpenROAD-flow-scripts/flow DESIGN_CONFIG=/design/flow/config.mk WORK_HOME=/design/flow/orfs finish
==> results.toml <==
# implementation run metrics
[outcome]
status = "complete, no violations"

[floorplanning]
die-area_um2 = 7566
fp_util = 0.5257
die_h_um = 86.98
die_x_um = 86.98
rows = 30
io_pins = 3
fp.coreArea_um2 = 6869

[setup_path]
crit_path_max_fanout = 5
path_common_cell = "or4_1"
cp.arrival_ns = 2.58
worstSetupEndpointType = "output pin"
cp_slowest_cell = "or4_1"
crit_path_start_kind = "flop"
slowest_delay_ns = 0.51
path_cells = "or4_1, or4_1, nor2_1, nand3_1, inv_1, clkdlybuf4s50_1"
crit_type = "reg2out"
worstPathRequired_ns = 12.00

[pwr]
power.internal_mw = 0.2605
pwr-share-comb = 0.012
netSwitchingFraction = 0.2080
p_seq_frac = 0.590
leakagePower_nw = 1.775
ir_worst_vdd_uv = 51.58
clkPwrFrac = 0.398
fin_total_pwr_mw = 0.3290
power_density_nw_per_um2 = 84.63
switchingPower_mw = 0.06843

[timing]
timing.setup.tns_ns = 0
holdWs_ns = 0.4694
rsz0062_at_grt = "no"
fmax_mhz = 179.2
hold_viol_final = 0
period_used_share = 0.3720
fin_crit_ns = 5.580
slew_viol_final = 0
worst_pin_slew_ns = 0.6298
maxSlewHeadroom = 0.5769
worst_slack_ns = 9.420
setup-violations-final = 0
skew_ns = 0.009109

[grt]
gr-total-overflow = 0
grt_pass1_wl_um = 12940
grt_max_degree = 39
grt_use_total = 0.2298
antenna_found_initial = 0
grt_pass1_vias = 2584

[min_path]
hold_path_class = "reg2reg"

[run]
drv_cap = 0
warning_count = 25

[synth]
async_reset_ff_frac = 1.000
synth_cell_type_count = 32
syn-instance-count = 348
postSynthSeqShare = 0.4990
synth_top_flop_cell = "dfrtp_1"
edf_count = 0
ys_area_um2 = 3611
yosys_warnings = 1
avgSynthCellArea_um2 = 10.38
ys_cells = 348
syn-cell-area_um2 = 3611
synth-seq-cells = 72

[clock_network]
cts_tree = "done"
clkSinkCount = 72
cts_resized = 0
postCtsSetupBuffers = 0
ctsHoldBuffers = 0
clk_pin_slew_ns = 0.06
clock_path_buffers = 2
cts_max_level = 3
cts_root_buf = "clkbuf_8"
cts_made_buffers = 9
clk_latency_ns = 0.34

[placement]
portBuffers = 2
dpl_cell_area_um2 = 3727
dp.cells = 442
post-place-ws_ns = 9.821
dp_hpwl_um = 5431
place.gp.congestion = 0.8945

[finish]
utilization = 0.5659
drive_above_1_share = 0.09471
largest_register_ffs = 72
final.fill_count = 602
stdcell_count = 455
area_delta_synth_final_pct = 7.658
stdcell_area_um2 = 3887

[detailed_routing]
antenna_cells = 0
drt_iter0_markers = 143
viasPerCell = 5.653
drt-total-wl_um = 7363
num_vias = 2572
ant_nets = 0
drt_first_pass_iters = 4
drc_errors = 0
wire_per_inst_um = 16.18
[synthesized netlist by cell type, types with 4 or more instances]
cell type  number  share of area
and3_2          5          0.010
and4_1          5          0.012
dfrtp_1        72           0.50
inv_1          10          0.010
nand2_1        33          0.034
nand3_1        23          0.032
nand4_1        23          0.040
nand4_2         4          0.014
nor2_1         27          0.028
nor3_1         17          0.024
nor4_1         25          0.043
nor4_2          7          0.024
xnor2_1        32          0.078
xor2_1         38          0.092
[power groups by stage]
| stage | sequential [mW] | clock [mW] | combinational [mW] |
|---|---|---|---|
| CTS | 0.194 | 0.135 | 0.00429 |
| global route | 0.194 | 0.145 | 0.00479 |
| finish | 0.194 | 0.131 | 0.00394 |
[final timing paths]
kind	end	cells after the start	startpoint	slack (ns)
max	count	6	count_reg[47]	9.42
min	count_reg[71]	1	count_reg[71]	0.47
max reg2reg	count_reg[71]	5	count_reg[3]	12.67
min reg2reg	count_reg[71]	1	count_reg[71]	0.47
max in group asynchronous	count_reg[49]	2	resetn	11.57
min in group asynchronous	count_reg[20]	1	resetn	2.59
[final cells by class]
class | count | area (um2) | share of cell area
Timing Repair Buffer | 3 | 25.02 | 0.006437
Multi-Input combinational cell | 261 | 1743 | 0.4483
Inverter | 10 | 37.54 | 0.009656
Sequential cell | 72 | 1802 | 0.4635
Clock buffer | 12 | 155.1 | 0.03991
Tap cell | 96 | 120.1 | 0.03090
Clock inverter | 1 | 5.005 | 0.001287
[placed cells by master (no fill, tap or decap), drive strengths merged, types with 2 or more instances in the layout]
cell type and n:
nand2 33, or4 2, nand4 28, nor4b 2, and2 3, a31oi 3
inv 10, xor2 38, dfrtp 72, clkbuf 12, buf 2, xnor2 32
or2 3, nor2 27, nor4 33, and3 8, nand3 23, nor3 17
and4 5
[metal layers]
layer / global-route usage / wire length, um / part of all wire
met5: 0 / 0 / 0
met4: 0.03788 / 152 / 0.021
met3: 0.04231 / 376 / 0.051
met2: 0.3171 / 3096 / 0.42
met1: 0.3987 / 3738 / 0.51
[cell families (layout without fill, tap and decap cells)]
family | after synthesis | in the layout | synth area share
and+or+nand+nor | 187 | 187 | 0.3042
buffers and inverters | 15 | 26 | 0.01836
AOI/OAI and AO/OA | 3 | 3 | 0.005198
DFF | 72 | 72 | 0.4990
adders and majority gates | 1 | 1 | 0.003464
xor gates and xnor gates | 70 | 70 | 0.1698
[worst max-delay path, delay by kind of cell, from the launching register on]
| family | cells | cell delay [ns] |
|---|---|---|
| AND/OR/NAND/NOR | 4 | 1.30 |
| flip-flops | 1 | 0.42 |
| buffers and inverters | 2 | 0.52 |
Power figures rest on the tool's default switching activity, not on a simulated workload.
